### flow/config.mk
export PLATFORM = sky130hd
export DESIGN_NAME = top_module
export DESIGN_NICKNAME = top_module
export VERILOG_FILES = /design/flow/design.v
export SDC_FILE = /design/flow/constraint.sdc
export NUM_CORES = 4
export LEC_CHECK = 1
export CORE_UTILIZATION = 50
### flow/constraint.sdc
current_design top_module

set clk_period 2.2
set clk_io_pct 0.2

create_clock -name clk0 -period $clk_period [get_ports {clk}]

set non_clock_inputs [all_inputs -no_clocks]
set_input_delay [expr $clk_period * $clk_io_pct] -clock clk0 $non_clock_inputs
set_output_delay [expr $clk_period * $clk_io_pct] -clock clk0 [all_outputs]
### flow/design.v
`timescale 1ns / 1ps
module top_module(
    input clk,
    input [15:0] sw,
    input btnC,
    output reg [6:0]seg = 0,
    output reg[3:0] an = 4'b1111,
    output reg bitti = 1'b0,
    output reg [1:0]p = 2'b11
    );
    localparam ZERO  = 7'b000_0001;   
    localparam ONE   = 7'b100_1111;   
    localparam TWO   = 7'b001_0010;   
    localparam THREE = 7'b000_0110;   
    localparam FOUR  = 7'b100_1100;   
    localparam FIVE  = 7'b010_0100;   
    localparam SIX   = 7'b010_0000;   
    localparam SEVEN = 7'b000_1111;   
    localparam EIGHT = 7'b000_0000;   
    localparam NINE  = 7'b000_0100;   
    localparam A= 7'b000_1000;
    localparam b= 7'b110_0000;
    localparam C= 7'b011_0001;
    localparam d= 7'b100_0010;
    localparam E= 7'b011_0000;
    localparam F= 7'b011_1000;
    reg [3:0] bull;
    reg [3:0] cow;
    reg[15:0] sayi0 = 0;
    reg[15:0] sayi1 = 0;
    reg[15:0] tahmin = 0;
    reg s0 = 1'b0 ,s1 = 1'b0;
    reg bitti_next,p_next;
    reg btnC_prev = 0;
    reg sira = 0,sira_next = 0;
    reg[2:0]bull_next = 0;
    reg[2:0]cow_next = 0;
    reg gir = 0;
    integer i = 0;
    integer j = 0;
    always@(posedge clk) begin
        if(btnC == 1'b1 && btnC_prev == 1'b0)
            gir = 1'b1;
        else
            gir = 1'b0;
        btnC_prev = btnC; 
    end
    always@(posedge gir) begin
        if(btnC == 1'b1) begin
             if(s0 == 1'b0 && btnC == 1'b1) begin 
                sayi0 = sw; 
                s0 = 1'b1;              
             end
             else if(s1 == 1'b0 && btnC == 1) begin
                sayi1 = sw;
                s1 = 1'b1;
             end
             else if(btnC == 1) begin
                tahmin = sw;
             end
            if(bitti == 1'b0 && s1 == 1'b1 && s0 == 1'b1) begin
                bull = 0;
                cow = 0;
                if(sira == 1'b0) begin
                    bull = bull + &(sayi1[15:12]~^tahmin[15:12]);
                    bull = bull + &(sayi1[11:8]~^tahmin[11:8]);
                    bull = bull + &(sayi1[7:4]~^tahmin[7:4]);
                    bull = bull + &(sayi1[3:0]~^tahmin[3:0]);
                    for(i = 0; i<4; i = i+1) begin               
                        for(j = 0; j<4; j = j+1) begin
                             if(i != j) begin
                                cow = cow + &(tahmin[(i*4)+3 -:4]~^sayi1[4*j+3 -:4]); 
                            end
                        end
                    end
                end
             if(sira == 1'b1) begin
                bull = bull + &(sayi0[15:12]~^tahmin[15:12]);
                bull = bull + &(sayi0[11:8]~^tahmin[11:8]);
                bull = bull + &(sayi0[7:4]~^tahmin[7:4]);
                bull = bull + &(sayi0[3:0]~^tahmin[3:0]);
                for(i = 0; i<4; i =i+1) begin         
                    for(j = 0; j<4; j = j+1) begin
                        if(i != j) begin
                        cow = cow + &(tahmin[(i*4)+3 -:4]~^sayi0[4*j+3 -:4]); 
                        end
                    end
                end
              end
             if(bull == 3'd4) begin
                bitti = 1'b1;
             end
                if(sira == 0) begin
                    p = 2'b10;
                end
                else begin
                    p = 2'b00;
                end
            end
            sira = ~sira;
        end    
    end
    reg[22:0] sayac = 0;
    reg clk_yavas = 0;
    always@(posedge clk) begin 
        if(sayac == 499) begin
            sayac = 0;
            clk_yavas = ~clk_yavas;
        end
        else begin
            sayac = sayac +1;
         end
    end
    reg[1:0] k = 0;
    always@(posedge clk) begin  
      if(k == 2'b00) begin
         an = 4'b1110;
        case(cow)
            4'h0:seg = ZERO;
            4'h1:seg = ONE;
            4'h2:seg = TWO;
            4'h3:seg = THREE;
            4'h4:seg = FOUR;
            4'h5:seg = FIVE;
            4'h6:seg = SIX;
            4'h7:seg = SEVEN;
            4'h8:seg = EIGHT;
            4'h9:seg = NINE;
            4'hA:seg = A;
            4'hB:seg = b;
            4'hC:seg = C;
            4'hD:seg = d;
            4'hE:seg = E;
            4'hF:seg = F;
        endcase
        end
        if(k == 2'b01) begin
            an = 4'b1101;
            seg = C;
        end
        if(k == 2'b10) begin  
        an = 4'b1011;
        case(bull)
            4'h0:seg = ZERO;
            4'h1:seg = ONE;
            4'h2:seg = TWO;
            4'h3:seg = THREE;
            4'h4:seg = FOUR;
            4'h5:seg = FIVE;
            4'h6:seg = SIX;
            4'h7:seg = SEVEN;
            4'h8:seg = EIGHT;
            4'h9:seg = NINE;
            4'hA:seg = A;
            4'hB:seg = b;
            4'hC:seg = C;
            4'hD:seg = d;
            4'hE:seg = E;
            4'hF:seg = F;
        endcase
        end
        if(k == 2'b11) begin
            an = 4'b0111;
            seg = b;
        end
             k = k+1;
       end
endmodule
### flow/run.sh
#!/bin/bash
# OpenROAD 26Q1-2900-gdf79404cd8, Yosys 0.63+post, stock flow scripts
make -C /OpenROAD-flow-scripts/flow DESIGN_CONFIG=/design/flow/config.mk WORK_HOME=/design/flow/orfs finish
==> GITHUB_STEP_SUMMARY <==
## PnR job results

| Metric | Value |
|---|---|
| Resized cells post-CTS | 0 |
| Area reported by Yosys stat | between 0.007 and 0.008 mm^2 |
| Reg2reg setup slack | approximately 0.57 ns |
| Post-CTS Setup Repair Bufs | 0 |
| Cells on worst reg2reg path | 7 |
| Ant diodes | 0 |
| Leakage | ~3.6 nW |
| Top logic family | XOR/XNOR gates |
| Initial antenna violation count | 0 |
| Hold path depth | 1 |
| Worst clock skew | between 0.006 and 0.007 ns |
| Tool Warnings | slightly above 40 |
| Pwr dens | about 240 mW/mm^2 |
| Register pins left without a clock | 76 |
| # Cells Yosys | approximately 700 |
| # rows | 43 |
| Top Layout Cells | xor2_1, inv_1, ha_1, edfxtp_1, mux2i_1 |
| Core area | between 0.01 and 0.015 mm^2 |
| CP required | approximately 2.3 ns |
| Post-cts hold buffer count | 0 |
| Vias in the first global route | approximately 4500 |
| Global-route wire length before repair | about 24000 um |
| Simple-Gate Area Share | 0.106 |
| Kind of end point of the critical path | flip-flop |
| Status | finished, final reports clean |
| Fin. Hold Viols | 0 |
| Area grow syn2layout | 9.77% |
| Clock transition at path regs | 0.06 ns |
| Violation tally from detailed-route iteration zero | about 320 |
| Commonest register cell after synthesis | edfxtp_1 |
| Critical path class | reg2reg |
| Post-synth mux share | 0.0923 |
| Chip area | between 0.01 and 0.015 mm^2 |
| Worst R2R End | seg[1]$_SDFFE_PP0P_ |
| Drt drc | 0 |
| IO Port Bufs | 31 |
| Post-Synthesis Cells | roughly 710 |
| Via density | ~5.3 |
| Total GRT Usage | 0.222 |
| Post-synth top area cell | edfxtp_1 |
| Setup WS post-layout | roughly 0.57 ns |
| Slew Limit Fails | 0 |
| Asr flop ratio synth | 0 |
| Largest net degree at the start of global routing | a little under 80 |
| WL/cell | between 15 and 20 um |
| Data arrival, critical path | approximately 1.8 ns |
| Critical path peak fanout | 13 |
| DRT Wirelength | 15300 um |
| Fin crit period | around 1.6 ns |
| Setup WS pre-CTS | 0.596 ns |
| #FFs+latches synth | approximately 90 |
| Hold Path Class | in2reg |
| Fillers | between 1000 and 1500 |
| Layout cells sized above 1 | 0.0496 |
| Dpl hpwl | 11500 um |
| Via count | between 4000 and 5000 |
| Max-cap violations | 0 |
| Peak supply drop | 0.000227 V |
| Endpoints left unconstrained | 138 |
| Relative slew slack | 0.377 |
| Worst-Margin Slew | between 0.9 and 1 ns |
| Worst Hold Launch | btnC |
| Most frequent logic cell in the layout | xor2_1 |
| Synthesized area per cell | about 10 um^2 |
| H-tree depth | 1 |
| Critical Path Source Type | flip-flop |
| F_max | slightly above 600 MHz |
| Die W | between 100 and 150 um |
| Period Utilization, post-route | 0.740 |
| Final Wtd Congestion | 0.821 |
| Top cells by area | edfxtp_1, xor2_1, ha_1 |
| Max clock buf depth | 2 |
| Sequential area share after synthesis | 0.342 |
| Mapped cell area | 0.00715 mm^2 |
| Count of final setup violators | 0 |
| CTS tree | done |
| CTS root buf | clkbuf_16 |
| Post-Synth Adder-Cell Area | 0.127 |
| R2r startpoint | k[0]$_DFF_P_ |
| Synth Warn # | 1 |
| Hold EP | btnC_prev$_DFF_P_ |
| GRT overflow | 0 |
| XOR/XNOR Area Share | 0.211 |
| Unique cell types | 59 |
| Complex Gates by Area | 0.0713 |
| Post-DRT Antenna Nets | 0 |
| Post-synth EDFFs | ~62 |
| Unrepaired setup endpoints after global routing | no |
| Die Ht | roughly 120 um |
| Floorplan Utilization | 0.513 |
| Worst-Skew Late Latency | 0.25 ns |
| Post-synth top area share | 0.261 |
| TritonCTS buffer count | 3 |
| # IOs | 32 |
| Detailed-router iteration count before antenna repair | 5 |
| Setup TNS | 0 ns |
synth_stat cells, drive strengths merged (6+ instances only):
cell	n
xor2	107
inv	74
ha	63
edfxtp	62
mux2i	61
xnor2	50
nor2	34
dfxtp	29
nand2	28
nor4	28
a21oi	26
o21ai	16
clkbuf	14
nand3	14
nand4	7
nor3	7
a21o	6
fa	6
nor2b	6
worst max-delay path by stage:
stage,from,end,slack [ns],cells after the start
after CTS,k[0]$_DFF_P_,seg[6]$_SDFFE_PP1P_,0.58,6
after global routing,k[0]$_DFF_P_,seg[1]$_SDFFE_PP0P_,0.35,7
final,k[0]$_DFF_P_,seg[1]$_SDFFE_PP0P_,0.57,7
metrics by stage:
| stage | std cells | instance area, um^2 | utilization | power, mW | hold WS [ns] |
|---|---|---|---|---|---|
| floorplan | 709 | 7150 | - | 1.22 | 0.367 |
| global placement | 922 | 7760 | 0.557 | 1.52 | 0.364 |
| detailed placement | 922 | 7760 | 0.557 | 1.54 | 0.371 |
| CTS | 926 | 7850 | 0.563 | 1.93 | 0.304 |
| global route | 926 | 7850 | 0.563 | 2.08 | 0.311 |
| finish | 926 | 7850 | 0.563 | 1.92 | 0.307 |
layer usage:
metal | vias to the layer above | routed length (um) | global-route usage
met3 | 10 | 594 | 0.0353
li1 | 2512 | - | -
met1 | 2287 | 7280 | 0.346
met4 | 0 | 208 | 0.0255
met5 | - | 0 | 0
met2 | 99 | 7170 | 0.354
critical path, stage by stage, from the launching register on:
cell,delay (ns)
dfxtp_1,0.34
inv_1,0.13
ha_1,0.42
nor2_1,0.15
a22oi_1,0.17
nor2_1,0.07
a21oi_1,0.17
nor2_1,0.05
cell families after synthesis:
family,after synthesis
muxes,65
other,2
DFF,91
AOI/OAI and AO/OA,79
buffers and inverters,93
and+or+nand+nor,147
adders and majority gates,69
xor gates and xnor gates,162
final cells by class:
cell class	count	area, um^2	area share
sequential	91	2440	0.311
clock buffer	3	75.1	0.00957
clock inverter	1	5.00	0.000638
timing repair buffer	52	463	0.0590
inverter	74	278	0.0354
tap	180	225	0.0287
multi-input combinational	525	4360	0.555
power by group:
| group | leakage (nW) | internal [mW] | switching, mW |
|---|---|---|---|
| sequential | 0.832 | 0.427 | 0.0134 |
| combinational | 2.76 | 0.463 | 0.639 |
| clock | 0.0409 | 0.244 | 0.129 |
No activity file was given, so power comes from the tool's default toggle rates.
